File: /design/flow/design.v
`timescale 1ns/1ps
module fd (i_clk, rst_n, o_clk);
input i_clk;
input rst_n;
output reg o_clk;
reg [5:0] cnt;
always@(posedge i_clk or negedge rst_n) begin
	if (~rst_n) cnt <= 0;
	else if (cnt == 45) cnt <= 0; 
	else cnt <= cnt+1;
end
always@(posedge i_clk or negedge rst_n) begin
	if (~rst_n) o_clk <= 1;
	else if (cnt == 45) o_clk <= ~o_clk;
end
endmodule
File: /design/flow/run.sh
#!/bin/bash
# OpenROAD 26Q1-2900-gdf79404cd8, Yosys 0.63+post, stock flow scripts
make -C /OpenROAD-flow-scripts/flow DESIGN_CONFIG=/design/flow/config.mk WORK_HOME=/design/flow/orfs finish
File: /design/flow/config.mk
export PLATFORM = sky130hd
export DESIGN_NAME = fd
export DESIGN_NICKNAME = fd
export VERILOG_FILES = /design/flow/design.v
export SDC_FILE = /design/flow/constraint.sdc
export NUM_CORES = 4
export LEC_CHECK = 1
export CORE_AREA = 10 10 70 70
export DIE_AREA = 0 0 80 80
File: /design/flow/constraint.sdc
current_design fd

set clk_period 1.7
set clk_io_pct 0.2

create_clock -name clk0 -period $clk_period [get_ports {i_clk}]

set non_clock_inputs [all_inputs -no_clocks]
set_input_delay [expr $clk_period * $clk_io_pct] -clock clk0 $non_clock_inputs
set_output_delay [expr $clk_period * $clk_io_pct] -clock clk0 [all_outputs]
==> run notes <==
Implementation numbers.

- The leakage dissipation reads 0.175 nW.
- The synthesis stat section lists a flop and latch total of 7.
- The final count of pins violating max slew reads 0.
- In the final layout, the share of cells above drive strength 1 is 0.167.
- Once iteration 0 of detailed routing completed, the report listed 10 DRC markers.
- The tally of nets with antenna violations remaining after routing is 0.
- The kind of start point of the critical path reads a flip-flop.
- The number of remaining DRC errors is 0.
- The number of maximum-capacitance constraint violations reads 0.
- The minimum setup slack after placement reads 0.380 ns.
- The clock-pin slew of the registers on the worst-case setup and hold paths reads 0.05 ns.
- The main area contributors are sky130_fd_sc_hd__dfrtp_1 (46%), sky130_fd_sc_hd__dfstp_2 (8.0%), sky130_fd_sc_hd__xor2_1 (8.0%).
- The arrival time of the worst setup path is 1.23 ns.
- The count of final setup violators reads 0.
- The post-detailed-placement cell area reads 405 um2.
- Looking at the post-CTS report, the setup buffer insertion count equals 0.
- The highest supply drop recorded on VDD is 0.000235 V.
- The kind of critical path reads flip-flop to output pin.
- The floorplan step records an initial core utilization of 0.0960.
- The number of distinct library cells after synthesis reads 13.
- The OpenROAD warning count reads 26.
- The most common logic cells in the final layout are sky130_fd_sc_hd__nor2_1 (6), sky130_fd_sc_hd__dfrtp_1 (6), sky130_fd_sc_hd__nand3_1 (4).
- The worst-case reg-to-reg setup slack stands at 0.49 ns.
- Between the synthesized netlist and the finished layout, the area growth was recorded as 31.7%.
- The area fraction of the dominant cell type after synthesis reads 0.458.
- The later-pin clock latency in the skew report is 0.25 ns.
- The vias after detailed routing reads 221.
- The wire length of the first global-routing pass reads 1.02 mm.
- The total number of H-tree levels reads 1.
- The maximum buffer depth of the clock tree reads 2.
- The number of buffers added by the clock tree synthesis step reads 3.
- Listed in order, past its start point the critical path passes clkdlybuf4s50_1.
- The total negative setup slack is 0 ns.
- The initial antenna violation count reads 0.
- The pin count of the biggest net entering global routing reads 8.
- The die width reads 80 um.
- The tally of yosys warning messages reads 1.
- The count of instances resized after the clock tree is built is 0.
- Routability-driven placement finished with a final weighted congestion of 0.749.
- The gate count of the mapped netlist reads 30.
- The summed instance area of the synthesized netlist reads 328 um2.
- Counting both buffers and inverters, the worst setup path holds a total of 1.
- The die footprint is 6400 um2.
- The maximum clock frequency reads 637 MHz.
- The synthesized netlist has a Yosys-reported chip area of 328 um2.
- The worst relative slew slack reads 0.783.
- Yosys stat counts 30 cells in the synthesized netlist.
- The worst setup path is captured at an output pin.
- The number of global-route vias before repair reads 243.
- After detailed routing, the number of vias per cell comes to 2.70.
- The final hold violation count reads 0.
- The clock period minus final worst setup slack reads 1.57 ns.
- The number of fill cells in the layout is 400.
- Across every metal layer, demand over resource in global routing totals 0.0204.
- The worst setup skew after layout reads 0.00745 ns.
- The area of all placed cells without fillers is 432 um2.
- The number of diodes reads 0.
- The port buffer count is 2.
- The sum of overflow across all layers after global routing is 0.
- The report lists the number of standard-cell rows as 21.
- The final HPWL from detailed placement is 402 um.
- The largest incremental delay on the critical path reads 0.53 ns.
- The post-route worst setup slack reads 0.131 ns.
- In this run the clock root is driven by a sky130_fd_sc_hd__clkbuf_4.
- The final critical-path share of the clock period is 0.923.
- The aggregate routed wire length is 531 um.
- The path type of the worst min-delay path is input pin to asynchronous set/reset pin.
- The CTS tree reads done.
- Setup repair after global routing left no endpoint under its margin.
- The maximum fanout count along the critical path is 2.
- The family with the most delay on the worst path is flip-flops.
- The height of the die is 80 um.
- The cell with the biggest individual delay on the critical path reads sky130_fd_sc_hd__dfstp_2.
- The required time of the critical path reads 1.36 ns.
- Total power normalized to cell area comes to 747 nW/um2.
- The share of the Yosys chip area taken by registers is 0.538.
- The cell type with the largest total area after synthesis is sky130_fd_sc_hd__dfrtp_1.
- The run finished with clean final reports.
- Buffers inserted to repair hold after CTS numbered 0.
- The storage element area is 176 um2.
- According to the floorplan report, the placeable core area is 3420 um2.
- The detailed-routing iteration count for the pre-antenna-repair pass is 4.
- The clock tree has to reach 7 sinks.
- At the pin with the least slew margin, the transition time is 0.325 ns.
- The I/O pin count is 3.
- The layout report lists the multi-input gate area as 148 um2.
- For reference, the post-synthesis area per instance comes to 10.9 um2.
- The script logs the mean routed wire length per placed instance as 6.48 um.
## cell type report
type / count / area share
multi-input combinational: 22 / 0.342
timing repair buffer: 2 / 0.0464
clock buffer: 4 / 0.0609
inverter: 1 / 0.00870
sequential: 7 / 0.409
tap: 46 / 0.133
## cell usage after synthesis (all sizes together)
| cell | n |
|---|---|
| inv | 1 |
| ha | 2 |
| nor3 | 1 |
| o21ai | 1 |
| nor2 | 6 |
| nand3 | 4 |
| or4b | 1 |
| nand2 | 3 |
| xor2 | 3 |
| dfrtp | 6 |
| dfstp | 1 |
| xnor2 | 1 |
## final timing paths
| kind | startpoint | endpoint | cells after the start |
|---|---|---|---|
| hold reg to reg | cnt[0] | cnt[0] | 1 |
| max in group asynchronous | rst_n | o_clk | 1 |
| hold / removal | rst_n | cnt[5] | 1 |
| setup reg to reg | cnt[1] | o_clk | 5 |
| min in group clk0 | cnt[0] | cnt[0] | 1 |
| setup / recovery | o_clk | o_clk | 1 |
## sequential cells by signal (all words and copies together) (netlist names)
register / cells
cnt: 6
o_clk: 1
## stage by stage
| stage | hold WS (ns) | total power [mW] | cells | utilization |
|---|---|---|---|---|
| final | 0.348 | 0.322 | 82 | 0.126 |
| after global placement | 0.502 | 0.175 | 78 | 0.119 |
| after global routing | 0.341 | 0.347 | 82 | 0.126 |
| after detailed placement | 0.508 | 0.175 | 78 | 0.119 |
| after CTS | 0.350 | 0.329 | 82 | 0.126 |
| after floorplan | 0.0444 | 0.170 | 30 | - |
## per-layer routing
metal / track usage / routed length (um) / vias to the layer above
li1: - / - / 110
met2: 0.0305 / 230 / 5
met4: 0.00352 / 0 / 0
met3: 0.0182 / 55 / 0
met5: 0 / 0 / -
met1: 0.0214 / 245 / 106
## logic make-up (layout without fill, tap and decap cells)
kind of cell	count (synthesis)	count (layout)	share of synthesized area
AND-OR/OR-AND	1	1	0.0153
adder cells (fa/ha/maj)	2	2	0.0763
buffers and inverters	1	7	0.0114
XOR/XNOR	4	4	0.107
flip-flops	7	7	0.538
AND/OR/NAND/NOR	15	15	0.252
## power by group
group / leakage [nW] / switching, mW / internal, mW / total [mW]
Sequential: 0.0898 / 0 / 0.167 / 0.167
Clock: 0.0150 / 0.0606 / 0.0895 / 0.150
Combinational: 0.0700 / 0.00315 / 0.00204 / 0.00519
Total: 0.175 / 0.0638 / 0.259 / 0.322
No activity file was given, so power comes from the tool's default toggle rates.
