$ cat ./config.mk
export PLATFORM = sky130hd
export DESIGN_NAME = control
export DESIGN_NICKNAME = control
export VERILOG_FILES = /design/flow/design.v
export SDC_FILE = /design/flow/constraint.sdc
export NUM_CORES = 4
export LEC_CHECK = 1
export CORE_UTILIZATION = 30
$ cat ./constraint.sdc
current_design control

set clk_period 5.3
set clk_io_pct 0.2

create_clock -name clk0 -period $clk_period [get_ports {clk}]

set non_clock_inputs [all_inputs -no_clocks]
set_input_delay [expr $clk_period * $clk_io_pct] -clock clk0 $non_clock_inputs
set_output_delay [expr $clk_period * $clk_io_pct] -clock clk0 [all_outputs]
$ cat ./design.v
`timescale 1ns/1ps
module control (lock, lead_lag, alpha, rst_n, clk);
input wire lead_lag;
input wire rst_n;
input wire clk;
output reg lock;
output reg [6:0] alpha;
reg curr_flag;
reg next_flag;
reg [2:0] cnt;
reg [2:0] peat;
reg [5:0] peat_number;
reg [15:0] adj_peat;
reg lead_lag_tmp;
always@(posedge clk or negedge rst_n) begin
	if (~rst_n) begin
		alpha <= 0;
		curr_flag <= 0;
		next_flag <= 0;
		cnt <= 0;
	end
	else begin
		if (lead_lag == 1 && alpha < 4 && peat == peat_number) begin
					next_flag <= curr_flag;
					alpha <= alpha + 1'd1;
					curr_flag <= 1;
					if (next_flag != curr_flag) cnt <= cnt + 1'd1;
		 			else cnt <= 0;
		end
		else if (lead_lag == 0 && alpha > 1 && peat == peat_number) begin
					next_flag <= curr_flag;
					alpha <= alpha - 1'd1;
					curr_flag <= 0;
					if (next_flag != curr_flag) cnt <= cnt + 1'd1;
		 			else cnt <= 0;
		end
	end
end
always@(posedge clk or negedge rst_n) begin
	if (~rst_n) begin
		lead_lag_tmp <= 0;
		peat <= 0;
	end
	else begin
		lead_lag_tmp <= lead_lag;
		if (peat == peat_number) peat <= 0;
		else begin
			if ((lead_lag==1) && (lead_lag_tmp==1)) peat <= peat+1'd1; 
			else if ((lead_lag==0) && (lead_lag_tmp==0)) peat <= peat+1'd1;
			else peat<=0;
		end
	end
end
always@(posedge clk or negedge rst_n) begin
	if (~rst_n) begin
		adj_peat <= 0;
		peat_number <= 6'd3;
	end
	else begin
		if (peat == peat_number) begin
			adj_peat <= adj_peat + 1'd1;
			if (adj_peat <= 6'd45 || lock == 1) 
				peat_number <= 6'd3;
			else peat_number <= 6'd4;
		end
	end
end
always@(posedge clk or negedge rst_n) begin
	if (~rst_n) begin
		lock <= 0;
	end
	else begin
		if (cnt == 3'd7) lock <= 1;
	end
end
endmodule
$ cat ./run.sh
#!/bin/bash
# OpenROAD 26Q1-2900-gdf79404cd8, Yosys 0.63+post, stock flow scripts
make -C /OpenROAD-flow-scripts/flow DESIGN_CONFIG=/design/flow/config.mk WORK_HOME=/design/flow/orfs finish
==> results_slide.txt <==
Flow Results at a Glance

Final layout
  • Top Layout Cells: sky130_fd_sc_hd__dfrtp_1, sky130_fd_sc_hd__xnor2_1, sky130_fd_sc_hd__nor2_1
  • Layout-stage area growth over the synthesis result: 13.8%
  • Fraction of final layout cells with drive strength greater than 1: 0.142
  • Commonest Layout Cell: sky130_fd_sc_hd__dfrtp_1
  • Final core utilization: 0.353

Synthesis
  • Top post-synthesis cells by area: sky130_fd_sc_hd__dfrtp_1, sky130_fd_sc_hd__ha_1, sky130_fd_sc_hd__xnor2_1
  • Syn. warnings: 1
  • Portion of synthesized cell area occupied by the leading cell type: 0.466
  • Cell area after technology mapping: between 0.0015 and 0.002 mm2
  • Seq cells post-synth: 35
  • Cells in synth_stat.txt: 161
  • Library cells used by synthesis: 44
  • Count of flip-flops with a built-in enable after synthesis: 0
  • Chip Area, Yosys: 0.00183 mm2
  • Most common reg cell: sky130_fd_sc_hd__dfrtp_1
  • Largest area contributor in the synthesized netlist: sky130_fd_sc_hd__dfrtp_1
  • Post-synthesis sequential area ratio: 0.480
  • Ys async rst share: 1.00
  • Gate count after technology mapping: 161
  • Post-Synthesis Mean Instance Area: 11.3 um2

Detailed routing
  • Mean number of vias per cell: 4.71
  • Routed wire per std cell: about 12 um
  • Routed vias: 1,182
  • Drt pass-1 iters: 4
  • Count of nets left with antenna violations after detail routing: 0
  • Count of antenna diodes in the layout: 0
  • Wire length after detailed routing: 3030 um
  • DRC errors left: 0
  • Iter 0 DRT Violations: 76

CTS
  • Number of clock buffers inserted by TritonCTS: 5
  • CTS Root Cell: sky130_fd_sc_hd__clkbuf_8
  • Setup repair bufs after CTS: 0
  • Number of hold buffers added after cts: 0
  • Clock tree from TritonCTS: done
  • Count of clock tree sinks: 35
  • Clock transition at the registers of the reported paths: approximately 70 ps
  • Post-cts sizing count: 0
  • Latest clock arrival within the worst-skew pair: ~280 ps
  • Buffers from clock root to sink, at most: 2
  • Number of H-tree levels: 2

Floorplan
  • I/O pin count: 11
  • Horizontal extent of the die: 80.0 um
  • Core box area: 0.00589 mm2
  • Die y size: between 80 and 90 um
  • Count of standard-cell rows: 28
  • DIE AREA: about 0.0064 mm2
  • FP Core Util: 0.310

STA
  • Setup TNS: 0 ps
  • RSZ-0062 raised after global routing: false
  • Achievable Freq: ~0.43 GHz
  • Final-report hold violation count: 0
  • Final Max Tran Viols: 0
  • Count of endpoints failing setup in the final report: 0
  • Worst hold-check slack: ~470 ps
  • Largest clock skew in the final design: 4.00 ps
  • Worst-case headroom to the max-slew limit: 0.564
  • Min Tclk post-route: about 2300 ps
  • Worst-Margin Slew: 654 ps
  • Part of the cycle the worst path needs: 0.441

Worst hold path
  • Hold_sp: adj_peat[15]$_DFFE_PN0N_
  • Hold Path Depth: 1
  • Endpoint, Worst Hold: adj_peat[15]$_DFFE_PN0N_
  • Type of the tightest min-delay check: register to register

Critical path
  • Worst Setup End Kind: register
  • Critical Path Slowest Stage Cell: sky130_fd_sc_hd__clkdlybuf4s50_1
  • CP arrival: about 2500 ps
  • Reg2reg path depth: 4
  • Terminus of the critical flop-to-flop path: next_flag$_DFFE_PN0P_
  • Reg-to-reg critical path startpoint: peat[0]$_DFF_PN0_
  • Critical Setup Path Class: input pin to register
  • Largest stage delay on the critical path: 600 ps
  • Setup crit start kind: input pin
  • Max Fanout on Critical Path: 9
  • Sequence of cells on the critical path: clkdlybuf4s50_1 > o31ai_1 > o211a_1 > mux2_4
  • Reg-to-reg slack, setup: roughly 3000 ps
  • Data required time of the critical path: 5470 ps

Job
  • Tool warnings: 29
  • Max cap viols: 0

Run status
  • Outcome: complete, no violations

Global routing
  • Global-route wire length before repair: between 5000 and 6000 um
  • Grt total ovfl: 0
  • Largest net degree at the start of global routing: 36
  • Vias in the first global route: 1,150
  • Combined global-route utilization of all metal layers: 0.105
  • Antenna violations before repair: 0

Place
  • Routability congestion estimate from global placement: 0.819
  • Count of input and output buffers: 10
  • Post-DP HPWL: 2080 um

Power and ir drop
  • Worst ir drop on vdd: 114 uV
  • Power per Cell Area: 405 mW/mm2
  • Total leakage power: 0.908 nW
## synth_stat cells, types with 2 or more instances
master                      n
sky130_fd_sc_hd__dfrtp_1   34
sky130_fd_sc_hd__xnor2_1   12
sky130_fd_sc_hd__nor2_1    11
sky130_fd_sc_hd__ha_1       9
sky130_fd_sc_hd__inv_1      9
sky130_fd_sc_hd__nand2_1    9
sky130_fd_sc_hd__xor2_1     9
sky130_fd_sc_hd__nand3_1    7
sky130_fd_sc_hd__nor3_2     6
sky130_fd_sc_hd__a31oi_1    5
sky130_fd_sc_hd__mux2i_1    4
sky130_fd_sc_hd__nand4_1    4
sky130_fd_sc_hd__nor3_1     3
sky130_fd_sc_hd__and2_1     2
sky130_fd_sc_hd__and4_1     2
sky130_fd_sc_hd__buf_4      2
sky130_fd_sc_hd__mux2_4     2
sky130_fd_sc_hd__nand3b_1   2
sky130_fd_sc_hd__nor3b_1    2
sky130_fd_sc_hd__o21ai_0    2
sky130_fd_sc_hd__or2_2      2
## layout make-up
cell class,instances,area (um2)
fill,578,3810
multi-input combinational,113,886
sequential,35,877
timing repair buffer,11,108
tap,75,93.8
clock buffer,7,76.3
inverter,9,33.8
clock inverter,1,5.00
## sequential cells by signal (all words and copies together), names as in the netlist
signal	flops
cnt	3
peat	3
peat_number	2
next_flag	1
curr_flag	1
lock	1
lead_lag_tmp	1
adj_peat	16
alpha	7
## how the worst max path moves through the flow
stage / startpoint / to / cells past startpoint
finish: lead_lag / next_flag$_DFFE_PN0P_ / 4
global route: alpha[5]$_DFFE_PN0P_ / alpha[5] / 1
CTS: lead_lag / next_flag$_DFFE_PN0P_ / 4
## critical path: cells and delay by family
kind	cells	cell delay, ps
AND-OR/OR-AND	2	530
multiplexers	1	330
buffers and inverters	1	600
## through the flow
step | instances | total power [W] | area (um2) | setup WS [ps]
3_3_place_gp | 243 | 0.000664 | 2000 | 2690
3_5_place_dp | 243 | 0.000663 | 2000 | 2670
6_report | 251 | 0.000843 | 2080 | 2960
4_1_cts | 251 | 0.000853 | 2080 | 2970
2_1_floorplan | 161 | 0.000567 | 1830 | 3150
5_1_grt | 251 | 0.000918 | 2080 | 2900
## cells by family after synthesis
logic type / share of synthesized area
and+or+nand+nor: 0.196
DFF: 0.480
xor gates and xnor gates: 0.101
AOI/OAI and AO/OA: 0.0884
buffers and inverters: 0.0349
adders and majority gates: 0.0616
muxes: 0.0384
## metal layers
metal | routed length [um] | global-route usage
met1 | 1610 | 0.161
met2 | 1300 | 0.158
met3 | 64 | 0.0232
met4 | 56 | 0.0161
met5 | 0 | 0
## power by group
part	leakage, nW	internal (W)	total [W]	switching [W]
logic	0.406	0.000139	0.000264	0.000125
registers	0.459	0.000322	0.000396	0.0000739
clock network	0.0422	0.0000921	0.000184	0.0000915
total	0.908	0.000552	0.000843	0.000291
No activity file was given, so power comes from the tool's default toggle rates.
