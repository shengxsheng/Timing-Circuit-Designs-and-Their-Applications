==> /design/flow/design.v <==
`timescale 1ns / 1ps
module sa(
    input wire [9:0] target_y,
    input wire clk,
    input wire rst_n,
    input wire enable,
    output reg done,
    output reg [7:0] x   
);
reg [2:0] curr_state;
reg [2:0] next_state;
reg [3:0] count;
reg [7:0] x_temp;
reg [13:0] target_y_comp;
reg [13:0] target_y_range;
parameter IDLE   = 0;
parameter CALC   = 1;
parameter UPDATE = 2;
parameter COMP   = 3;
parameter FINISH = 4;
always @(*)begin
	case(curr_state)
		IDLE:   next_state=(enable)?CALC:IDLE;
		CALC:   next_state=UPDATE;
		UPDATE: next_state=(count>7)?COMP:CALC;
		COMP:   next_state=FINISH;
		FINISH: next_state=IDLE;
		default:next_state=IDLE;
	endcase
end
always@(posedge clk)
begin
	if (!rst_n) curr_state <= IDLE;
	else begin
		curr_state <= next_state;
		case(curr_state)
			IDLE:
			begin
				x      <= 8'd128;
				x_temp <= 8'd64;
				count  <= 0;
				target_y_range <= target_y * 10'd10;
				target_y_comp  <= 14'd6072;
				done   <= 1'd0;
			end
			CALC:
			begin
				count <= count + 1;
				if (target_y_range > target_y_comp)  x <= x + x_temp;
	  	    		else                                 x <= x - x_temp;
			end
			UPDATE:
			begin
				target_y_range <= target_y * 10'd10;
				target_y_comp  <= 5'd24 * x + 12'd3000;
				if (count >= 4'd7) x_temp <= 1;
				else x_temp <= x_temp>>1;
			end
			COMP:
			begin
				if((target_y_range > target_y_comp)&&(target_y_range - target_y_comp>14'd12))  x <= x-1;
        			else if((target_y_range<target_y_comp)&&(target_y_comp-target_y_range>14'd12)) x <= x+1;  
			end
			FINISH:
			begin
				done       <= 1'b1;
			end
    		endcase
	end
end
endmodule
==> /design/flow/run.sh <==
#!/bin/bash
# OpenROAD 26Q1-2900-gdf79404cd8, Yosys 0.63+post, stock flow scripts
make -C /OpenROAD-flow-scripts/flow DESIGN_CONFIG=/design/flow/config.mk WORK_HOME=/design/flow/orfs finish
==> /design/flow/config.mk <==
export PLATFORM = sky130hd
export DESIGN_NAME = sa
export DESIGN_NICKNAME = sa
export VERILOG_FILES = /design/flow/design.v
export SDC_FILE = /design/flow/constraint.sdc
export NUM_CORES = 4
export LEC_CHECK = 1
export CORE_UTILIZATION = 40
==> /design/flow/constraint.sdc <==
current_design sa

set clk_period 5.8
set clk_io_pct 0.2

create_clock -name clk0 -period $clk_period [get_ports {clk}]

set non_clock_inputs [all_inputs -no_clocks]
set_input_delay [expr $clk_period * $clk_io_pct] -clock clk0 $non_clock_inputs
set_output_delay [expr $clk_period * $clk_io_pct] -clock clk0 [all_outputs]
==> qor.txt <==
CTS max path bufs: 2
GRT Residual Overflow: 0
Chip Width: 106 µm
DR vias: 3,394
highest clock rate: 223 MHz
CP Launch Type: register
DR WL/cell: 14.6 µm
met2 Track Usage GR: 0.274
CP Cell Sequence: ha_1 -> fa_1 -> nand2b_1 -> and4bb_2 -> mux4_2 -> nand3_1 -> nor4bb_1 -> a21oi_1 -> nand2_1 -> o21ai_1 -> ha_1 -> or2_2 -> a21oi_1 -> a31oi_1 -> xor2_1 -> nor4b_1 -> a31o_1 -> a21oi_1
peak supply drop: 0.000122 V
overall routing resource usage: 0.176
H-tree depth: 2
I/O Pins: 22
Post-CTS Setup Repair Bufs: 0
core area: 0.0105 mm²
period utilisation layout: 0.772
Unique cell types: 65
R2R setup slack: 1320 ps
total die area: 0.0113 mm²
Post-Syn Area per Cell: 9.33 µm²
# DRC: 0
hold_buf cts: 0
I/O Buffers: 21
Worst path top cell family by delay: simple AND/OR/NAND/NOR gates
worst path bufs/invs: 0
Max-Cap Viols: 0
First DRT Iteration DRCs: 231
Setup TNS: 0 ps
pwr dens: 241 mW/mm²
Final Hold Viols: 0
initial antenna violation count: 0
ys cells: 468
Design Power: 1.16 mW
Routed WL: 9.08 mm
CTS buffer count: 5
first-pass GRT wire length: 15.4 mm
Max Slew Vio Count: 0
Antenna Nets Post-Route: 0
Worst EP arrival: 4520 ps
M3 GR Usage: 0.0256
RSZ-0062 raised after global routing: false
Yosys warnings: 1
Setup Viol. Count Final: 0
FP Util: 0.417
first-pass iteration count of the detailed router: 4
synthesis area per yosys: 0.00437 mm²
clk slew on worst S/H paths: 90 ps
Row Count: 37
vias in the first global route: 3,214
area grow syn2layout: 9.97%
count of library flops with an enable pin: 44
Commonest flop: edfxtp_1
GRT Max-Usage Layer: met1
Synth Cell Area: 0.00437 mm²
post-synthesis register bit count: 49
share of layout cells above drive strength 1: 0.0432
CTS tree: done
Die Height: 106 µm
reg2reg path depth: 18
synthesized instance count: 468
ys async rst share: 0
Relative slew margins: 0.610
Synth Seq Share: 0.326
Tool Warnings: 39
Worst setup EP type: register
Critical Path Max Stage Delay: 450 ps
worst-path cell with the longest stage delay: mux4_2
CTS Sinks: 49
root buffer cell: clkbuf_8
fin crit period: 4480 ps
crit path kind: register to register
CP max FO: 6
GRT met1 Usage: 0.277
routability cong.: 0.917
Worst path depth: 18
pin count of the biggest net entering global routing: 32
critical path's most frequent cell: a21oi_1
clock latency (worst-skew pair): 300 ps
Hold Crit Depth: 0
hpwl dp: 7.35 mm
clk_skew: 4.49 ps
Slew @ Worst Pin: 585 ps
CTS resizes: 0
antenna cells: 0
vias per inst: 5.46
HP Class: register to register
CP required: 5850 ps
status: completed
Leakage: 2.00 nW
[cell usage in the layout (no fill, tap or decap), drive strengths merged, types with 2 or more instances in the layout]
cell	n
nor2b	4
or2	3
and2	7
o31ai	5
xnor2	19
o2111ai	4
fa	4
nand4	5
nor3	13
nor4bb	2
nor2	36
or3	4
xor2	17
clkbuf	7
clkdlybuf4s50	21
nor3b	4
o21a	5
o221ai	2
o21ai	24
nand3	6
a211oi	5
nand3b	3
a31o	2
and3	6
inv	43
edfxtp	44
ha	58
a31oi	6
a21boi	4
a21oi	35
o21bai	6
o311ai	2
nand2	31
a21o	14
dfxtp	5
mux2i	2
nand2b	4
a41oi	2
[power by group]
| part | leakage, nW | total (mW) | internal (mW) | switching, mW |
|---|---|---|---|---|
| Sequential | 0.447 | 0.445 | 0.419 | 0.0255 |
| Clock | 0.0556 | 0.232 | 0.123 | 0.109 |
| Combinational | 1.50 | 0.482 | 0.212 | 0.270 |
| Total | 2.00 | 1.16 | 0.754 | 0.404 |
[cell families after synthesis]
kind of cell               Yosys count  share of synthesized area
and+or+nand+nor                    135                      0.159
AOI/OAI and AO/OA                  127                      0.194
adders and majority gates           62                      0.185
buffers and inverters               55                     0.0524
DFF                                 49                      0.326
xor gates and xnor gates            36                     0.0722
muxes                                4                     0.0123
[registers in the layout, summed over array words and instances, names as in the netlist]
signal,count
target_y_range,13
done,1
target_y_comp,11
curr_state,5
count,4
x,8
x_temp,7
[final cells by class]
type | count | area (µm²)
Clock buffer | 7 | 108
Clock inverter | 1 | 7.51
Fill cell | 993 | 5660
Inverter | 43 | 161
Multi-Input combinational cell | 364 | 2720
Sequential cell | 49 | 1420
Tap cell | 136 | 170
Timing Repair Buffer | 22 | 218
[routing by layer]
layer,routed length (µm),up-vias
met1,4400,1580
met4,171,0
met5,0,-
li1,-,1738
met3,347,15
met2,4160,61
[Yosys cell counts (7+ instances only)]
| cell | count | share of area |
|---|---|---|
| ha_1 | 58 | 0.17 |
| edfxtp_1 | 44 | 0.30 |
| inv_1 | 43 | 0.037 |
| nor2_1 | 36 | 0.031 |
| a21oi_1 | 34 | 0.039 |
| nand2_1 | 31 | 0.027 |
| xnor2_1 | 19 | 0.038 |
| xor2_1 | 17 | 0.034 |
| o21ai_0 | 16 | 0.018 |
| a21o_1 | 14 | 0.024 |
| nor3_1 | 13 | 0.015 |
| buf_2 | 9 | 0.010 |
| o21ai_1 | 8 | 0.0092 |
| and2_1 | 7 | 0.010 |
[worst paths after layout]
| check | from | endpoint |
|---|---|---|
| max | target_y_comp[3] | x[7] |
| min reg2reg | curr_state[1] | done |
| min | curr_state[1] | done |
| max reg2reg | target_y_comp[3] | x[7] |
[through the flow]
step,hold WS [ps],area [µm²],utilization,worst slack (ps),instances
after floorplan,423,4370,-,1760,468
after global placement,446,4690,0.448,1380,614
after detailed placement,446,4690,0.448,1370,614
after CTS,471,4800,0.459,1350,622
after global routing,490,4800,0.459,1030,622
final,469,4800,0.459,1320,622
Power is estimated from default activity; no workload was simulated.
